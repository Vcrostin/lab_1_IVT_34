$ cat design/flow/design.v
package kuznechik_cipher_apb_wrapper_pkg;
    typedef enum {
        DATA_OUT = 32'h0014,
        DATA_IN  = 32'h0004,
        CONTROL  = 32'h0000
    } cipher_apb_addr_t;
    typedef enum {
        RST     = 0,
        REQ_ACK = 1,
        VALID   = 2,
        BUSY    = 3
    } cipher_control_t;
endpackage
`timescale 1ns / 1ps
module kuznechik_cipher_apb_wrapper(
    input               pclk_i,          
                        presetn_i,       
                 [31:0] paddr_i,         
                        psel_i,          
                        penable_i,       
                        pwrite_i,        
            [3:0] [7:0] pwdata_i,         
                  [3:0] pstrb_i,         
    output              pready_o,
             reg [31:0] prdata_o,
                   wire pslverr_o
);
    localparam IDLE = 0;
    localparam SETUP = 1;
    localparam ACCESS = 2;
    reg [7:0] data [35:0];
    initial begin
        $readmemh("wrp_mem.mem",data );
    end
    reg [1:0] sel_cicle;
    always @(posedge pclk_i) begin
        if (!presetn_i) begin
            sel_cicle <= {1'b0, 1'b0};
        end
        else begin
            sel_cicle <= {sel_cicle[0], psel_i[0]};
        end
    end
    assign pready_o = sel_cicle[0] & sel_cicle[1];
    reg [1:0] State;
    wire kuznechik_resetn;
    wire kuznechik_req;
    wire kuznechik_ack;
    wire kuznechik_cipher_w;
    wire [127:0] kuznechik_data_i;
    wire [127:0] kuznechik_data_o;
    wire kuznechik_busy;
    wire kuznechik_valid;
    assign kuznechik_cipher_w = presetn_i && data['b0];
    assign kuznechik_req = data['b1];
    assign kuznechik_ack = data['b1];
    assign kuznechik_data_i = {data['d19], data['d18], data['d17], data['d16], data['d15], data['d14], data['d13], data['d12], data['d11], data['d10], data['d9], data['d8], data['d7], data['d6], data['d5], data['d4]};
    kuznechik_cipher DUI (
        .clk_i      (pclk_i),
        .resetn_i   (kuznechik_cipher_w),
        .request_i  (kuznechik_req),
        .ack_i      (kuznechik_ack),
        .data_i     (kuznechik_data_i),
        .busy_o     (kuznechik_busy),
        .valid_o    (kuznechik_valid),
        .data_o     (kuznechik_data_o)
    );
    always @(*) begin
        if (presetn_i) begin
            if (kuznechik_valid) begin
                data[35] <= kuznechik_data_o[127:120];
                data[34] <= kuznechik_data_o[119:112];
                data[33] <= kuznechik_data_o[111:104];
                data[32] <= kuznechik_data_o[103:96];
                data[31] <= kuznechik_data_o[95:88];
                data[30] <= kuznechik_data_o[87:80];
                data[29] <= kuznechik_data_o[79:72];
                data[28] <= kuznechik_data_o[71:64];
                data[27] <= kuznechik_data_o[63:56];
                data[26] <= kuznechik_data_o[55:48];
                data[25] <= kuznechik_data_o[47:40];
                data[24] <= kuznechik_data_o[39:32];
                data[23] <= kuznechik_data_o[31:24];
                data[22] <= kuznechik_data_o[23:16];
                data[21] <= kuznechik_data_o[15:8];
                data[20] <= kuznechik_data_o[7:0];
            end
            data[3] <= kuznechik_busy;
            data[2] <= kuznechik_valid;
        end
    end
    always @(posedge pclk_i) begin
        if (!presetn_i) begin
            State <= IDLE;
        end
        else begin
            case (State)
                IDLE: begin
                    if (psel_i && !penable_i) begin
                        State <= SETUP;
                    end
                    else begin
                        State <= IDLE;
                    end
                end
                SETUP: begin
                    if (penable_i) begin
                        State <= ACCESS;
                    end
                    else begin
                        State <= SETUP;
                    end
                end
                ACCESS: begin
                    if (!pready_o) begin
                        State <= ACCESS;
                    end
                    else begin
                        if (psel_i && !penable_i) begin
                            State <= SETUP;
                        end
                        else begin
                            State <= IDLE;
                        end
                    end
                end
            endcase
        end
    end
    reg err;
    assign pslverr_o = err;
    always @(posedge pclk_i) begin
        if (!presetn_i) begin
            err <= 'b1;
        end
        else if (pwrite_i) begin
            if (paddr_i == 'd0) begin
                if (pstrb_i & 'b1100) begin
                    err <= 'b1;
                end
                else begin
                    err <= 'b0;
                    if (pstrb_i & 'b0010) begin
                        data['d1] <= pwdata_i['d1];
                    end
                    if (pstrb_i & 'b0001) begin
                        data['d0] <= pwdata_i['d0];
                    end
                end
            end
            else if (paddr_i <= 'd16 && paddr_i >=4) begin
                err <= 'b0;
                data[paddr_i] <= pwdata_i['d0];
                data[paddr_i + 'd1] <= pwdata_i['d1];
                data[paddr_i + 'd2] <= pwdata_i['d2];
                data[paddr_i + 'd3] <= pwdata_i['d3];
            end
            else begin
                err <= 'b1;
            end
        end
        else begin
            if (paddr_i > 'd35) begin
                err <= 'b1;
            end
            else begin
                err <= 'b0;
                prdata_o = {data[paddr_i + 'd3], data[paddr_i + 'd2], data[paddr_i + 'd1], data[paddr_i]};
            end
        end
    end
endmodule
`timescale 1ns / 1ps
module kuznechik_cipher(
    input               clk_i,       
                        resetn_i,    
                        request_i,   
                        ack_i,       
                [127:0] data_i,      
    output              busy_o,      
           reg          valid_o,     
           reg  [127:0] data_o       
);
    reg [127:0] key_mem [0:9];
    reg [7:0] S_box_mem [0:255];
    reg [7:0] L_mul_16_mem  [0:255];
    reg [7:0] L_mul_32_mem  [0:255];
    reg [7:0] L_mul_133_mem [0:255];
    reg [7:0] L_mul_148_mem [0:255];
    reg [7:0] L_mul_192_mem [0:255];
    reg [7:0] L_mul_194_mem [0:255];
    reg [7:0] L_mul_251_mem [0:255];
    reg [127:0] data_main;
    initial begin
        $readmemh("keys.mem",key_mem );
        $readmemh("S_box.mem",S_box_mem );
        $readmemh("L_16.mem", L_mul_16_mem );
        $readmemh("L_32.mem", L_mul_32_mem );
        $readmemh("L_133.mem",L_mul_133_mem);
        $readmemh("L_148.mem",L_mul_148_mem);
        $readmemh("L_192.mem",L_mul_192_mem);
        $readmemh("L_194.mem",L_mul_194_mem);
        $readmemh("L_251.mem",L_mul_251_mem);
    end
    localparam IDLE = 0;
    localparam KEY_PHASE = 1;
    localparam S_PHASE = 2;
    localparam L_PHASE = 3;
    localparam FINISH = 4;
    reg[2:0] State;
    reg[3:0] KeyCounter;
    reg[4:0] LCounter;
    always @(posedge clk_i) begin
        if (!resetn_i) begin
            State <= IDLE;
            KeyCounter <= 'd0;
            LCounter <= 'd0;
            data_main <= 'd0;
            valid_o <= 'd0;
        end
        else begin
            if (State == IDLE) begin
                valid_o <= 'd0;
                KeyCounter <= 'd0;
                if (request_i) begin
                    State <= KEY_PHASE;
                    data_main <= data_i;
                end
                else begin
                    State <= IDLE;
                    data_main <= data_main;
                end
            end
            else if (State == KEY_PHASE) begin
                data_main <= key_mem[KeyCounter] ^ data_main;
                valid_o <= 'd0;
                if (KeyCounter < 'd9) begin
                    State <= S_PHASE;
                end
                else begin
                    State <= FINISH;
                end
                LCounter <= 0;
            end
            else if (State == S_PHASE) begin
                State <= L_PHASE;
                KeyCounter <= KeyCounter + 'd1;
                data_main <= {S_box_mem[data_main[127:120]], S_box_mem[data_main[119:112]], S_box_mem[data_main[111:104]], S_box_mem[data_main[103:96]], S_box_mem[data_main[95:88]], S_box_mem[data_main[87:80]], S_box_mem[data_main[79:72]], S_box_mem[data_main[71:64]], S_box_mem[data_main[63:56]], S_box_mem[data_main[55:48]], S_box_mem[data_main[47:40]], S_box_mem[data_main[39:32]], S_box_mem[data_main[31:24]], S_box_mem[data_main[23:16]], S_box_mem[data_main[15:8]], S_box_mem[data_main[7:0]]};
            end
            else if (State == L_PHASE) begin
                data_main <= {L_mul_148_mem[data_main[127:120]] ^ L_mul_32_mem[data_main[119:112]] ^ L_mul_133_mem[data_main[111:104]] ^ L_mul_16_mem[data_main[103:96]] ^ L_mul_194_mem[data_main[95:88]] ^ L_mul_192_mem[data_main[87:80]] ^ data_main[79:72] ^ L_mul_251_mem[data_main[71:64]] ^ data_main[63:56] ^ L_mul_192_mem[data_main[55:48]] ^ L_mul_194_mem[data_main[47:40]] ^ L_mul_16_mem[data_main[39:32]] ^ L_mul_133_mem[data_main[31:24]] ^ L_mul_32_mem[data_main[23:16]] ^ L_mul_148_mem[data_main[15:8]] ^ data_main[7:0], data_main[127:8]};
                if (LCounter < 'd15) begin
                    LCounter <= LCounter + 'd1;
                    State <= L_PHASE;
                end
                else begin
                    State <= KEY_PHASE;
                end
            end
            else if (State == FINISH) begin
                if (request_i) begin
                    State <= IDLE;
                    data_o <= data_main;
                    valid_o <= 'd1;
                    KeyCounter <= 'd0;
                    LCounter <= 'd0;
                end
                else if (ack_i) begin
                    State <= KEY_PHASE;
                    data_o <= data_main;
                    valid_o <= 'd1;
                    KeyCounter <= 'd0;
                    LCounter <= 'd0;
                end
                else begin
                    State <= FINISH;
                end
            end
        end
    end
    assign busy_o = !(State == IDLE || State == FINISH);
endmodule
$ cat design/flow/wrp_mem.mem
00
00
00
00
00
00
00
00
00
00
00
00
00
00
00
00
00
00
00
00
00
00
00
00
00
00
00
00
00
00
00
00
00
00
00
00
$ cat design/flow/run.sh
#!/bin/bash
# OpenROAD 26Q1-2900-gdf79404cd8, Yosys 0.63+post, stock flow scripts
make -C /OpenROAD-flow-scripts/flow DESIGN_CONFIG=/design/flow/config.mk WORK_HOME=/design/flow/orfs finish
$ cat design/flow/config.mk
export PLATFORM = sky130hd
export DESIGN_NAME = kuznechik_cipher_apb_wrapper
export DESIGN_NICKNAME = kuznechik_cipher_apb_wrapper
export VERILOG_FILES = /design/flow/design.v
export SDC_FILE = /design/flow/constraint.sdc
export NUM_CORES = 4
export LEC_CHECK = 1
export CORE_UTILIZATION = 50
export SYNTH_HDL_FRONTEND = slang
export SYNTH_MEMORY_MAX_BITS = 65536
$ cat design/flow/constraint.sdc
current_design kuznechik_cipher_apb_wrapper

set clk_period 18.8
set clk_io_pct 0.2

create_clock -name clk0 -period $clk_period [get_ports {pclk_i}]

set non_clock_inputs [all_inputs -no_clocks]
set_input_delay [expr $clk_period * $clk_io_pct] -clock clk0 $non_clock_inputs
set_output_delay [expr $clk_period * $clk_io_pct] -clock clk0 [all_outputs]
==> flow_summary.yaml <==
# flow metrics
run_status:
  status: "did not finish"
  haltStage: "1_2_yosys"
  error_line: "ERROR: Found 130 problems in 'check -assert'."
logic_synthesis:
  yosys.area.top_type: "edfxtp_1"
  async_flop_share_pct: 0
  synth_flop_count: 710
  yosysCellCount: 3763
  ys_warn_count: 0
  yosysTopAreaCellShare_pct: 31.6
  yosys_area_mm2: 0.0413
  netlist_top_cells_count: "edfxtp_1, nor2_1, clkbuf_1"
  top_cell: "edfxtp_1"
  edf_count: 434
  area_leaders: "edfxtp_1, mux4_2, dfxtp_1"
  ys_types: 81
  synth_top_flop_cell: "edfxtp_1"
logic make-up after synthesis:
group,Yosys count,synth area share [%]
AOI/OAI and AO/OA,1127,20.1
xor gates and xnor gates,40,0.849
and+or+nand+nor,947,11.4
adders and majority gates,10,0.303
muxes,466,19.5
buffers and inverters,462,4.42
latches,130,4.72
other,1,0.00908
DFF,580,38.6
